`run.sh`:
```
#!/bin/bash
# OpenROAD 26Q1-2900-gdf79404cd8, Yosys 0.63+post, stock flow scripts
make -C /OpenROAD-flow-scripts/flow DESIGN_CONFIG=/design/flow/config.mk WORK_HOME=/design/flow/orfs finish
```
`config.mk`:
```
export PLATFORM = sky130hd
export DESIGN_NAME = apb_memif
export DESIGN_NICKNAME = apb_memif
export VERILOG_FILES = /design/flow/design.v
export SDC_FILE = /design/flow/constraint.sdc
export NUM_CORES = 4
export LEC_CHECK = 1
export CORE_AREA = 10 10 123 123
export DIE_AREA = 0 0 133 133
```
`constraint.sdc`:
```
current_design apb_memif

set clk_period 4.1
set clk_io_pct 0.2

create_clock -name clk0 -period $clk_period [get_ports {clk_i}]

set non_clock_inputs [all_inputs -no_clocks]
set_input_delay [expr $clk_period * $clk_io_pct] -clock clk0 $non_clock_inputs
set_output_delay [expr $clk_period * $clk_io_pct] -clock clk0 [all_outputs]
```
`design.v`:
```
package apb_uart_pkg;
  parameter int SYS_ADDR_WIDTH = 5;   
  parameter int SYS_DATA_WIDTH = 32;   
  parameter int DEFAULT_BAUD_RATE = 'h28B0;   
  parameter bit DEFAULT_PARITY_EN = 1'b0;   
  parameter bit DEFAULT_PARITY_TYPE = 1'b0;   
  parameter bit DEFAULT_EXTRA_STOP_BITS = 1'b0;   
  parameter int TX_FIFO_SIZE = 8;   
  parameter int RX_FIFO_SIZE = 8;   
  parameter logic [SYS_ADDR_WIDTH-1:0] REG_CTRL_ADDR = 'h00;   
  parameter logic [SYS_ADDR_WIDTH-1:0] REG_CLK_DIV_ADDR = 'h04;   
  parameter logic [SYS_ADDR_WIDTH-1:0] REG_CFG_ADDR = 'h08;   
  parameter logic [SYS_ADDR_WIDTH-1:0] REG_TX_FIFO_COUNT_ADDR = 'h0C;   
  parameter logic [SYS_ADDR_WIDTH-1:0] REG_RX_FIFO_COUNT_ADDR = 'h10;   
  parameter logic [SYS_ADDR_WIDTH-1:0] REG_TX_DATA_ADDR = 'h14;   
  parameter logic [SYS_ADDR_WIDTH-1:0] REG_RX_DATA_ADDR = 'h18;   
  parameter logic [SYS_ADDR_WIDTH-1:0] REG_INTR_CTRL_ADDR = 'h1C;   
  typedef struct packed {
    logic        RX_FLUSH;   
    logic        TX_FLUSH;   
    logic        CLK_EN;     
  } ctrl_reg_t;
  typedef struct packed {logic [31:0] CLK_DIV;} clk_div_reg_t;   
  typedef struct packed {
    logic        EXTRA_STOP_BITS;   
    logic        PARITY_TYPE;       
    logic        PARITY_EN;         
  } cfg_reg_t;
  typedef struct packed {logic [31:0] TX_FIFO_COUNT;} tx_fifo_count_reg_t;   
  typedef struct packed {logic [31:0] RX_FIFO_COUNT;} rx_fifo_count_reg_t;   
  typedef struct packed {
    logic [7:0]  TX_DATA;    
  } tx_data_reg_t;
  typedef struct packed {
    logic [7:0]  RX_DATA;    
  } rx_data_reg_t;
  typedef struct packed {
    logic        TX_ALMOST_FULL;   
    logic        RX_ALMOST_FULL;    
    logic        RX_PARITY_ERROR;   
    logic        RX_VALID;          
  } intr_ctrl_reg_t;
endpackage
package uart_rx_pkg;
  typedef enum logic [3:0] {
    IDLE,
    START_BIT,
    DATA_0,
    DATA_1,
    DATA_2,
    DATA_3,
    DATA_4,
    DATA_5,
    DATA_6,
    DATA_7,
    PARITY_BIT,
    STOP_BIT
  } uart_rx_state_e;
endpackage
package uart_tx_pkg;
  typedef enum logic [3:0] {
    IDLE,
    START_BIT,
    DATA_0,
    DATA_1,
    DATA_2,
    DATA_3,
    DATA_4,
    DATA_5,
    DATA_6,
    DATA_7,
    PARITY_BIT,
    STOP_BIT,
    EXTRA_STOP
  } uart_tx_state_e;
endpackage
module apb_memif #(
    parameter int ADDR_WIDTH = 32,
    parameter int DATA_WIDTH = 32
) (
    input logic arst_ni,   
    input logic clk_i,     
    input logic                        psel_i,      
    input logic                        penable_i,   
    input logic [      ADDR_WIDTH-1:0] paddr_i,     
    input logic                        pwrite_i,    
    input logic [      DATA_WIDTH-1:0] pwdata_i,    
    input logic [(DATA_WIDTH / 8)-1:0] pstrb_i,     
    output logic                  pready_o,   
    output logic [DATA_WIDTH-1:0] prdata_o,   
    output logic                  pslverr_o,  
    output logic                      mreq_o,     
    output logic [    ADDR_WIDTH-1:0] maddr_o,    
    output logic                      mwe_o,      
    output logic [    DATA_WIDTH-1:0] mwdata_o,   
    output logic [(DATA_WIDTH/8)-1:0] mstrb_o,    
    input logic                  mack_i,     
    input logic [DATA_WIDTH-1:0] mrdata_i,   
    input logic                  mresp_i     
);
  logic                  penable_q;   
  logic                  pout_update;   
  logic                  pready_q;   
  logic [DATA_WIDTH-1:0] prdata_q;   
  logic                  pslverr_q;   
  assign mreq_o = penable_i & psel_i & ~penable_q;
  assign maddr_o  = paddr_i;
  assign mwe_o    = pwrite_i;
  assign mwdata_o = pwdata_i;
  assign mstrb_o  = pstrb_i;
  assign pout_update = mack_i | mreq_o;
  always_ff @(posedge clk_i or negedge arst_ni) begin
    if (~arst_ni) begin
      penable_q <= 1'b0;
    end else begin
      penable_q <= penable_i;
    end
  end
  always_ff @(posedge clk_i or negedge arst_ni) begin
    if (~arst_ni) begin
      pready_q <= 1'b0;
    end else if (pout_update) begin
      pready_q <= mack_i;
    end
  end
  always_ff @(posedge clk_i or negedge arst_ni) begin
    if (~arst_ni) begin
      prdata_q <= '0;
    end else if (pout_update) begin
      prdata_q <= mrdata_i;
    end
  end
  always_ff @(posedge clk_i or negedge arst_ni) begin
    if (~arst_ni) begin
      pslverr_q <= 1'b0;
    end else if (pout_update) begin
      pslverr_q <= mresp_i;
    end
  end
  assign pready_o  = pout_update ? mack_i : pready_q;
  assign prdata_o  = pout_update ? mrdata_i : prdata_q;
  assign pslverr_o = pout_update ? mresp_i : pslverr_q;
endmodule
```
==> results.txt <==
fresh numbers from the pnr run: Die H=133 um, Hold Fails Final Rpt=0, grt ovf=0, Setup Skew=0.00584 ns, first-pass GRT wire length=10800 um, IO Pins=211, H-tree depth=2, via/cell ratio=4.10, crit-path cells=clkdlybuf4s50_1 > and3b_2 > buf_4 > o211ai_1 > clkdlybuf4s50_1, CTS Buf Count=5, run status=completed, Dominant cell area share=34.4%, Max-Cap Viols=0, CP required=3.28 ns, switch share=25.4%, synth unique cells=13, Setup Slack @ Placement=0.774 ns, CP Max Fanout=20, GRT Overall Usage=7.44%, fill count=1339, PortBufs=72, GP Congestion=0.726, DR WL/cell=15.4 um, core area=12600 sq um, Yosys Instances=261, Worst slew margin=61.5%, min Tclk post-route=3.31 ns, sequential share of power=39.2%, vias in the first global route=1898, detailed-route via count=1768, tool warnings=25, Final setup viols=0, Placement Rows=41, slowest stage delay, CP=0.51 ns, Worst-Margin Slew=0.577 ns, initial antenna violation count=0, WS Path Type=input pin to primary output, Mapped Cells=261, leakage=1.19 nW, Root Driver=clkbuf_16, Hold Slack=0.526 ns, nature of the critical path endpoint=primary output, pwr dens=326 nW/um^2, floorplan utilization=20.2%, Ant. Diodes=0, die area=17700 sq um, final worst path period share=80.7%, synthesized area per cell=9.75 sq um, Post-CTS Hold Buffers=0, internal power=0.739 mW, Final WS setup=0.791 ns, max frequency=0.302 GHz, fraction of layout instances using a drive strength above 1=17.8%, Routed WL=6630 um, CP startpoint kind=input pin, Pins Over Slew Limit=0, Max VDD drop=0.114 mV, Layout area overhead=19.3%, Yosys reg bits=35, Post-CTS Setup Bufs=0, cell taking the most area after synthesis=dfrtp_1, drt initial violations=54, CTS tree=done, antenna-violating nets left=0, top cells, area=dfrtp_1 (34%), buf_4 (20%), o211ai_2 (14%), nand4b_1 (11%), nand2b_1 (8.1%), chip width=133 um, Clk network pwr share=38.0%, Reg clk slew, reported paths=0.06 ns, Psw=0.252 mW, path type of the worst min-delay path=flip-flop to flip-flop, CP most frequent cell=clkdlybuf4s50_1, Synth Warn #=1, worst skew pair latency=0.29 ns, Sink Count=35, Logic pwr share=22.8%, sequential fraction of the synthesis area=34.4%, post-CTS sizing=0, Post-route DRC=0, Slowest cell on crit path=clkdlybuf4s50_1, setup tns final=0 ns, final core occ=24.2%, largest net degree at the start of global routing=68, clk buf depth=2, RSZ-0062 raised after global routing=no, post-detail-place hpwl=4520 um, arrival time worst endpoint=2.49 ns, Synth Cell Area=2540 sq um, DR pass1 iterations=4, yosys stat area=2540 sq um
-- metrics by stage --
stage	cell area [sq um]	power (mW)	std cells
CTS	3040	1.02	431
detailed placement	2900	0.625	423
floorplan	2540	0.525	261
finish	3040	0.991	431
global route	3040	1.06	431
global placement	2900	0.623	423
-- final timing paths --
kind / from / depth (start not counted) / slack (ns) / end
max: psel_i / 5 / 0.79 / prdata_o[31]
min: pready_q / 2 / 0.53 / pready_q
max reg2reg: penable_q / 3 / 2.86 / prdata_q[0]
min reg2reg: pready_q / 2 / 0.53 / pready_q
max in group asynchronous: arst_ni / 2 / 3.16 / prdata_q[20]
min in group asynchronous: arst_ni / 2 / 0.59 / prdata_q[8]
-- final cells by class --
cell class                 instances  area, sq um  share of cell area, %
clock buffer                       7          133                   4.37
clock inverter                     1         5.00                  0.165
inverter                           1         3.75                  0.124
multi-input combinational        134         1020                   33.8
sequential                        35          876                   28.9
tap                              172          215                   7.09
timing repair buffer              81          778                   25.6
-- cell usage in the layout, fill, tap and decap left out --
master,Yosys,routed
o211ai_2,28,28
clkinv_2,0,1
o211ai_1,5,5
inv_1,1,1
clkbuf_1,15,2
nand2b_1,33,33
nand4b_1,33,33
buf_4,69,9
nand2_1,33,33
clkbuf_16,0,5
o21bai_1,1,1
clkdlybuf4s50_1,0,70
buf_2,2,2
and3b_2,0,1
dfrtp_1,35,35
-- sequential cells by signal, summed over array words and instances (netlist names) --
| signal | count |
|---|---|
| prdata_q | 32 |
| penable_q | 1 |
| pready_q | 1 |
| pslverr_q | 1 |
-- kinds of logic (layout without fill, tap and decap cells) --
logic type	count (synthesis)	after routing	share of synthesized area, %
flops	35	35	34.4
simple gates	100	100	24.7
compound gates	34	34	15.5
buf+inv	92	90	25.3
-- worst max-delay path: cells and delay by family --
family                 cells  cell delay [ns]
and+or+nand+nor            1             0.23
AOI/OAI and AO/OA          1             0.26
buffers and inverters      3             1.18
-- per-layer routing --
layer,global-route usage (%),vias up,part of all wire [%]
met2,11.6,79,46
met3,3.34,21,9.5
met5,0,-,0
met1,9.21,842,42
met4,1.77,0,2.5
li1,-,826,-
-- power groups by stage --
stage     Combinational, mW  Clock, mW  Sequential, mW
4_1_cts               0.232      0.403           0.388
5_1_grt               0.251      0.414           0.392
6_report              0.226      0.377           0.389
-- cells in the mapped netlist --
master	count
o21bai_1	1
nand4b_1	33
clkbuf_1	15
inv_1	1
and3b_1	1
nand2b_1	33
o211ai_1	5
nand2_1	33
buf_6	5
buf_2	2
dfrtp_1	35
o211ai_2	28
buf_4	69
Power is estimated from default activity; no workload was simulated.
